==> constraint.sdc <==
current_design Register_Bank

set clk_period 2.0
set clk_io_pct 0.2

create_clock -name clk0 -period $clk_period [get_ports {clk}]

set non_clock_inputs [all_inputs -no_clocks]
set_input_delay [expr $clk_period * $clk_io_pct] -clock clk0 $non_clock_inputs
set_output_delay [expr $clk_period * $clk_io_pct] -clock clk0 [all_outputs]
==> run.sh <==
#!/bin/bash
# OpenROAD 26Q1-2900-gdf79404cd8, Yosys 0.63+post, stock flow scripts
make -C /OpenROAD-flow-scripts/flow DESIGN_CONFIG=/design/flow/config.mk WORK_HOME=/design/flow/orfs finish
==> config.mk <==
export PLATFORM = sky130hd
export DESIGN_NAME = Register_Bank
export DESIGN_NICKNAME = Register_Bank
export VERILOG_FILES = /design/flow/design.v
export SDC_FILE = /design/flow/constraint.sdc
export NUM_CORES = 4
export LEC_CHECK = 1
export CORE_UTILIZATION = 50
==> design.v <==
`timescale 1ns / 1ps
module Register_Bank(
    input [23:0] ins,
    input [7:0] ans_ex,
    input [7:0] ans_dm,
    input [7:0] ans_wb,
    input [7:0] imm,
    input [4:0] RW_dm,
    input [1:0] mux_sel_A,
    input [1:0] mux_sel_B,
    input imm_sel,
    input clk,
    output [7:0] A,
    output [7:0] B
    );
	 reg [7:0]reg_bank [0:31];
	 reg [7:0] AR,BR;
	 wire [7:0] BI;
	always@(posedge clk)
	begin
		AR <= reg_bank[ins[13:9]];
		BR <= reg_bank[ins[8:4]];
		reg_bank[RW_dm] <= ans_dm;
	end
	assign A = (mux_sel_A==2'b00)?AR:
					(mux_sel_A==2'b01)?ans_ex:
					(mux_sel_A==2'b10)?ans_dm:ans_wb;
	assign BI = (mux_sel_B==2'b00)?BR:
					(mux_sel_B==2'b01)?ans_ex:
					(mux_sel_B==2'b10)?ans_dm:ans_wb;
	assign B = (imm_sel==1'b0)?BI:imm;	
endmodule
==> reports/qor.txt <==
Placed standard-cell area - 14,600 um^2
Final routed wirelength across all metal layers - 34,800 um
Beginning of the worst hold path - ans_dm[7]
Clock-pin slew of the registers on the worst-case setup and hold paths - 0.06 ns
Placement row count - 57
Register share after synthesis - 63.2%
Die Y - 161 um
Worst reg2reg path startpoint - reg_bank[22][3]
CTS H-Tree Depth - 1
PnR worst setup slack - -0.0952 ns
Startpoint-to-endpoint class of the critical path - flip-flop to output port
Placer's final routability congestion estimate - 0.913
Number of buffers on the longest clock path - 3
Yosys warning count - 1
Layout overhead on the synthesized area - 23.4%
Worst endpoint data arrival time - 1.70 ns
Clk latency late pin - 0.54 ns
Final count of pins violating max slew - 0
Die width - 161 um
Clk sink count - 272
Vias per cell - 6.40
Total Power - 13,200 uW
Worst Hold Path Cells - 2
Worst Setup Start Kind - flip-flop
TritonCTS Buffers - 29
Cts-stage hold buffer count - 0
Total power divided by cell area - 843 nW/um^2
Count of instantiated cells in the yosys netlist - 563
Wire length of the first global-routing pass - 50,800 um
Final critical-path share of the clock period - 105%
Number of primary I/O pins - 83
Die Area - 26,000 um^2
Largest net degree at the start of global routing - 35
Sum of overflow across all layers after global routing - 0
Core area - 24,600 um^2
# DRC - 0
Static Leak - 0.00519 uW
Count of different cell masters after synthesis - 17
Sequential cell area - 8020 um^2
Slowest stage cell on the critical path - sky130_fd_sc_hd__mux4_2
Most instantiated logic cells after routing - 256 x sky130_fd_sc_hd__edfxtp_1, 176 x sky130_fd_sc_hd__mux4_2, 63 x sky130_fd_sc_hd__buf_4, 33 x sky130_fd_sc_hd__nor2_1, 33 x sky130_fd_sc_hd__buf_12
Init Core Util - 51.5%
Most common cell after layout, fill and taps aside - sky130_fd_sc_hd__edfxtp_1
Flops & latches, synth - 272
Pre-Repair DR Iteration Count - 6
Synthesized cell area - 12,700 um^2
HPWL after detailed placement - 23,600 um
Worst hold path class - input pin to flip-flop
Number of antenna violations at the first check in global routing - 1
Number of max-capacitance violations reported - 0
Result of the run - finished, violations left
Worst reg2reg setup slack - 0.09 ns
Warning total across the stage logs - 41
Detail-routed net length per standard cell - 32.7 um
Reg-to-Reg End - BR[3]
TritonCTS clock tree - built
Number of failing hold endpoints at the final stage - 0
Total non-filler cell area in the finished layout - 15,600 um^2
Vias in the first global route - 7,859
DR vias - 6,807
Final number of setup-violating endpoints - 8
Max rail drop VDD - 591 uV
Share of final-layout standard cells stronger than drive strength 1 - 50.5%
Slew HR - 75.8%
Cell-by-cell trace of the critical path - mux4_2, mux2_4, buf_2
Global routing usage summed across all routing layers - 31.8%
Slew @ Worst Pin - 0.363 ns
Number of filler cells placed in the layout - 1,666
Yosys chip area - 12,700 um^2
Smallest hold slack - 0.384 ns
Antenna diode count - 0
Syn Area/Cell - 22.5 um^2
End of the worst hold path - reg_bank[9][7]
Worst-case clock skew - 0.0140 ns
Instance count of the mapped netlist - 563
Endpoint kind of the worst setup timing path - output port
Final Critical Period - 2.10 ns
Initial DRC count - 388
CP max stage delay - 0.45 ns
Peak clock frequency supported by timing - 0.477 GHz
CTS root buffer - sky130_fd_sc_hd__clkbuf_16
Detail Route Antenna Nets - 0
Worst slack after detailed placement - -0.648 ns
Logic area - 4470 um^2
Crit path max fanout - 1
R2R depth - 3
WP data required - 1.60 ns
Setup repair after global routing missed its margin - true
Violated checks - negative setup slack
Quantity of I/O buffers inserted on ports - 68
-- synth_stat cells --
cell | instances | area (um^2)
sky130_fd_sc_hd__buf_4 | 12 | 90.1
sky130_fd_sc_hd__mux4_2 | 176 | 3960
sky130_fd_sc_hd__edfxtp_1 | 256 | 7690
sky130_fd_sc_hd__clkbuf_1 | 13 | 48.8
sky130_fd_sc_hd__nand3_1 | 1 | 5.00
sky130_fd_sc_hd__or3b_2 | 2 | 17.5
sky130_fd_sc_hd__or2_2 | 1 | 6.26
sky130_fd_sc_hd__buf_1 | 17 | 63.8
sky130_fd_sc_hd__nand2b_1 | 2 | 12.5
sky130_fd_sc_hd__dfxtp_1 | 16 | 320
sky130_fd_sc_hd__or3_1 | 1 | 6.26
sky130_fd_sc_hd__buf_6 | 2 | 22.5
sky130_fd_sc_hd__nand3b_1 | 3 | 22.5
sky130_fd_sc_hd__buf_2 | 2 | 10.0
sky130_fd_sc_hd__nand2_1 | 2 | 7.51
sky130_fd_sc_hd__mux2_2 | 24 | 270
sky130_fd_sc_hd__nor2_1 | 33 | 124
-- metrics by stage --
stage | std cells | util, % | setup TNS [ns]
final | 1064 | 63.6 | -0.658
after global routing | 1064 | 63.6 | -0.991
after CTS | 1063 | 63.5 | -0.794
after detailed placement | 1002 | 59.4 | -25.37
after global placement | 1002 | 59.4 | -24.12
after floorplan | 563 | - | 0
-- worst max-delay path, delay by kind of cell, from the launching register on --
family,cells,cell delay [ns]
flip-flops,1,0.32
buffers and inverters,1,0.11
multiplexers,2,0.73
-- registers in the layout, summed over array words and instances, names as in the netlist --
signal / count
AR: 8
BR: 8
reg_bank: 256
-- power breakdown --
group	internal (uW)	leakage (uW)	switching [uW]
Combinational	809	0.00227	656
Sequential	6390	0.00245	69.3
Clock	3130	0.000470	2130
-- final cells by class --
cell class                 count  area share, %
clock inverter                17           1.10
multi-input combinational    245           28.5
tap                          324           2.59
sequential                   272           51.2
clock buffer                  37           4.96
timing repair buffer         169           11.6
-- repair_timing --
| action | in CTS | in global routing |
|---|---|---|
| gates resized | 85 | 5 |
| setup endpoints to repair | 16 | 11 |
| setup buffers | 7 | 1 |
-- cell families (layout without fill, tap and decap cells) --
family	Yosys count	count (layout)	synth area share, %
buf+inv	46	223	1.86
flops	272	272	63.2
mux	200	200	33.4
simple gates	45	45	1.59
-- per-layer routing --
| layer | vias up | wire length [um] | global-route usage [%] |
|---|---|---|---|
| met5 | - | 365 | 10.6 |
| met4 | 12 | 778 | 6.35 |
| met3 | 48 | 6270 | 25.8 |
| met2 | 515 | 15500 | 41.2 |
| met1 | 3418 | 11900 | 45.4 |
| li1 | 2814 | - | - |
-- how the worst max path moves through the flow --
stage | startpoint | end | slack, ns | depth (start not counted)
after CTS | BR[3] | B[3] | -0.12 | 3
after global routing | BR[7] | B[7] | -0.14 | 3
final | BR[6] | B[6] | -0.1 | 3
Power figures rest on the tool's default switching activity, not on a simulated workload.
