===== config.mk =====
export PLATFORM = sky130hd
export DESIGN_NAME = Execution_block
export DESIGN_NICKNAME = Execution_block
export VERILOG_FILES = /design/flow/design.v
export SDC_FILE = /design/flow/constraint.sdc
export NUM_CORES = 4
export LEC_CHECK = 1
export CORE_UTILIZATION = 50

===== constraint.sdc =====
current_design Execution_block

set clk_period 6.1
set clk_io_pct 0.2

create_clock -name clk0 -period $clk_period [get_ports {clk}]

set non_clock_inputs [all_inputs -no_clocks]
set_input_delay [expr $clk_period * $clk_io_pct] -clock clk0 $non_clock_inputs
set_output_delay [expr $clk_period * $clk_io_pct] -clock clk0 [all_outputs]

===== design.v =====
`timescale 1ns / 1ps
module Execution_block(ans_ex, data_out, DM_data, flag_ex, A, B, data_in, Op_dec, clk, reset);
input  [7:0] A;
input  [7:0] B;
input  [7:0] data_in;
input  [4:0] Op_dec;
input clk;
input reset;
output reg [7:0] ans_ex;
output reg [7:0] data_out;
output reg [7:0] DM_data;
output [3:0] flag_ex;
wire [8:0] add,sub;
wire [7:0] add_temp, sub_temp, mov, NOT, AND, XOR, OR, SL, SR, SAR;
wire [7:0] ans_ALU, ans_ex_temp;
wire [7:0] data_out_buff, data_out_temp;
wire [7:0] DM_data_temp;
wire zero;
wire parity;
assign NOT = ~B;
assign add = A+B;
assign sub = A+NOT+8'b00000001;
assign add_temp = A[6:0]+B[6:0];
assign sub_temp = A[6:0]+NOT[6:0]+7'b0000001;
assign mov = B;
assign AND = A&B;
assign OR = A|B;
assign XOR = A^B;
assign SL = A << B[2:0];
assign SR = A >> B[2:0];
assign SAR = (B[2] == 1'b0) ? ((B[1] == 1'b0) ? ((B[0] == 1'b0) ? A : {A[7],A[7:1]}) : ((B[0] == 1'b0) ? {A[7],A[7],A[7:2]} : {A[7],A[7],A[7],A[7:3]})) : ((B[1] == 1'b0) ? ((B[0] == 1'b0) ? {A[7],A[7],A[7],A[7],A[7:4]} : {A[7],A[7],A[7],A[7],A[7],A[7:5]}) : ((B[0] == 1'b0) ? {A[7],A[7],A[7],A[7],A[7],A[7],A[7:6]} : {A[7],A[7],A[7],A[7],A[7],A[7],A[7],A[7]}));
assign ans_ALU = (Op_dec == 5'b00000) ? add[7:0] : 
						((Op_dec == 5'b00001) ? sub[7:0] :
						((Op_dec == 5'b00010) ? mov :
						((Op_dec == 5'b00100) ? AND :
						((Op_dec == 5'b00101) ? OR :
						((Op_dec == 5'b00110) ? XOR :
						((Op_dec == 5'b00111) ? NOT :
						((Op_dec == 5'b01000) ? add[7:0] : 
						((Op_dec == 5'b01001) ? sub[7:0] :
						((Op_dec == 5'b01010) ? mov :
						((Op_dec == 5'b01100) ? AND :
						((Op_dec == 5'b01101) ? OR :
						((Op_dec == 5'b01110) ? XOR :
						((Op_dec == 5'b01111) ? NOT :
						((Op_dec == 5'b10000) ? ans_ex :
						((Op_dec == 5'b10001) ? ans_ex :
						((Op_dec == 5'b10100) ? A :
						((Op_dec == 5'b10101) ? A :
						((Op_dec == 5'b10110) ? data_in :
						((Op_dec == 5'b10111) ? ans_ex :
						((Op_dec == 5'b11000) ? ans_ex :
						((Op_dec == 5'b11001) ? SL:
						((Op_dec == 5'b11010) ? SR :
						((Op_dec == 5'b11011) ? SAR :
						((Op_dec == 5'b11100) ? ans_ex :
						((Op_dec == 5'b11101) ? ans_ex:
						((Op_dec == 5'b11110) ? ans_ex :
						((Op_dec == 5'b11111) ? ans_ex : 8'b0
						)))))))))))))))))))))))))));
assign zero = ~|ans_ALU;
assign parity = ^ans_ALU;
assign flag_ex = (Op_dec == 5'b00000) ? {parity,(add[8]^add_temp[7]),zero,add[8]} : 
						((Op_dec == 5'b00001) ? {parity,(sub[8]^sub_temp[7]),zero,sub[8]} :
						((Op_dec == 5'b00010) ? {parity,1'b0,zero,1'b0} :
						((Op_dec == 5'b00100) ? {parity,1'b0,zero,1'b0} :
						((Op_dec == 5'b00101) ? {parity,1'b0,zero,1'b0} :
						((Op_dec == 5'b00110) ? {parity,1'b0,zero,1'b0} :
						((Op_dec == 5'b00111) ? {parity,1'b0,zero,1'b0} :
						((Op_dec == 5'b01000) ? {parity,(add[8]^add_temp[7]),zero,add[8]} : 
						((Op_dec == 5'b01001) ? {parity,(sub[8]^sub_temp[7]),zero,sub[8]} :
						((Op_dec == 5'b01010) ? {parity,1'b0,zero,1'b0} :
						((Op_dec == 5'b01100) ? {parity,1'b0,zero,1'b0} :
						((Op_dec == 5'b01101) ? {parity,1'b0,zero,1'b0} :
						((Op_dec == 5'b01110) ? {parity,1'b0,zero,1'b0} :
						((Op_dec == 5'b01111) ? {parity,1'b0,zero,1'b0} :
						((Op_dec == 5'b10000) ? 4'b0 :
						((Op_dec == 5'b10001) ? 4'b0 :
						((Op_dec == 5'b10100) ? 4'b0 :
						((Op_dec == 5'b10101) ? 4'b0 :
						((Op_dec == 5'b10110) ? {parity,1'b0,zero,1'b0} :
						((Op_dec == 5'b10111) ? 4'b0 :
						((Op_dec == 5'b11000) ? 4'b0 :
						((Op_dec == 5'b11001) ? {parity,1'b0,zero,1'b0} :
						((Op_dec == 5'b11010) ? {parity,1'b0,zero,1'b0} :
						((Op_dec == 5'b11011) ? {parity,1'b0,zero,1'b0} :
						((Op_dec == 5'b11100) ? 4'b0 :
						((Op_dec == 5'b11101) ? 4'b0 :
						((Op_dec == 5'b11110) ? 4'b0 :
						((Op_dec == 5'b11111) ? 4'b0 : 4'b0
						)))))))))))))))))))))))))));
assign data_out_buff = (Op_dec == 5'b10111) ? A : data_out;
assign data_out_temp = (reset == 1'b0) ? 8'b0 : data_out_buff;
assign ans_ex_temp = (reset == 1'b0) ? 8'b0 : ans_ALU;
assign DM_data_temp = (reset == 1'b0) ? 8'b0 : B;
always@(posedge clk)
begin
		data_out = data_out_temp;
		ans_ex = ans_ex_temp;
		DM_data = DM_data_temp;
end 
endmodule

===== run.sh =====
#!/bin/bash
# OpenROAD 26Q1-2900-gdf79404cd8, Yosys 0.63+post, stock flow scripts
make -C /OpenROAD-flow-scripts/flow DESIGN_CONFIG=/design/flow/config.mk WORK_HOME=/design/flow/orfs finish

==> ci_impl_report.md <==
## PnR job results

| Metric | Value |
|---|---|
| Outcome | `finished clean` |
| Endpoint, Worst Hold | `data_out[5]` |
| Crit share post-route | `98.0%` |
| Final setup violation count | `0` |
| Chip Width | `96.6 um` |
| DRT antenna net count | `0` |
| Synthesized area per cell | `about 7 um^2` |
| Worst skew pair latency | `0.26 ns` |
| Register-to-Register Setup Slack | `3.85 ns` |
| Most instantiated logic cell after routing | `sky130_fd_sc_hd__buf_4` |
| Number of vias per cell | `6.89` |
| Cell with the largest stage delay on the worst path | `sky130_fd_sc_hd__clkdlybuf4s50_1` |
| Worst Hold Class | `reg -> reg` |
| Placer congestion estimate | `1.12` |
| Routed wirelength normalized by instance count | `23.9 um` |
| Global-route congestion overflow total | `0` |
| CP cell instances | `clkdlybuf4s50_1 -> inv_1 -> ha_1 -> nor2_1 -> a21oi_1 -> buf_4 -> a2bb2oi_1 -> buf_4 -> nand4_1 -> o21ai_1 -> a221oi_2 -> nor2_1 -> ha_1 -> xnor2_2 -> xnor2_1 -> nor2_1 -> clkdlybuf4s50_1` |
| Count of mapped cells out of synthesis | `about 640` |
| Wire length of the first global-routing pass | `30700 um` |
| Arrival time of the worst setup path | `4.76 ns` |
| Cell leakage power | `around 2.4 nW` |
| Worst setup path class | `in -> out` |
| Setup skew after layout | `0 ns` |
| Min cycle time layout | `~6 ns` |
| Total half-perimeter wirelength after legalization and detailed placement | `15400 um` |
| Number of cells on the worst hold path | `2` |
| Initial antenna violation count | `0` |
| Row cnt | `34` |
| Number of OpenROAD warnings | `43` |
| Clock-pin transition on the worst setup and hold timing paths | `0.08 ns` |
| Final hold vios | `0` |
| Post-synth area from yosys stat | `4470 um^2` |
| Number of input and output port buffers inserted | `roughly 58` |
| Overall die area | `9330 um^2` |
| Longest individual stage delay on the worst path | `0.52 ns` |
| Count of flip-flops with a built-in enable after synthesis | `0` |
| Yosys warning count | `1` |
| Max_cap viols | `0` |
| Cell repeated most along the worst path | `sky130_fd_sc_hd__nor2_1` |
| Critical R2R Launch | `ans_ex[7]` |
| Startpoint type of the worst setup path | `input port` |
| Filler cell count in the final layout | `slightly above 700` |
| Worst vdd rail ir drop | `0.107 mV` |
| Initial core utilization | `51.5%` |
| Vias in the first global route | `5446` |
| Antenna cells | `0` |
| Post-route design area | `5970 um^2` |
| Post-synthesis cell area | `4470 um^2` |
| Global routing usage summed across all routing layers | `46.0%` |
| Fraction of the core area covered by cells at the end of the flow | `68.8%` |
| Proportion of synthesized chip area in sequential cells | `10.7%` |
| Syn-to-layout area delta | `33.4%` |
| Peak Freq | `between 150 and 200 MHz` |
| Worst-case headroom to the max-slew limit | `48.9%` |
| Post-DP Area | `approximately 5700 um^2` |
| Yosys Instances | `about 640` |
| Share of final-layout standard cells stronger than drive strength 1 | `roughly 23%` |
| Floorplan die height | `about 97 um` |
| Number of remaining DRC errors | `0` |
| Post-synthesis cell type count | `a little over 80` |
| Critical path buffer and inverter count | `5` |
| Largest buffer count on any clock path | `2` |
| RR Endpoint | `ans_ex[7]` |
| Dominant logic cell types in the final layout | `97 x sky130_fd_sc_hd__buf_4, 62 x sky130_fd_sc_hd__nor2_1, 59 x sky130_fd_sc_hd__o21ai_0` |
| H-tree levels | `1` |
| Number of DRC markers in iteration 0 | `about 600` |
| Worst reg2reg path depth | `10` |
| Routed vias | `5857` |
| Yosys reg bits | `24` |
| I/O pin count | `59` |
| TritonCTS Buffers | `3` |
| Core footprint | `8680 um^2` |
| Required time at the endpoint of the critical path | `4.88 ns` |
| Worst hold start | `data_out[5]` |
| Clock tree from TritonCTS | `done` |
| Count of pins over their slew limit | `0` |
| Clk Tree Root Cell | `sky130_fd_sc_hd__clkbuf_8` |
| # clock sinks | `24` |
| Kind of end point of the critical path | `output pin` |
| Maximum number of pins on one net before global-route repair | `40` |
| Top Family by Delay on Critical Path | `buffers and inverters` |
| Power after layout | `0.765 mW` |
| Worst Max-Slew Pin Slew | `0.767 ns` |
| Cell area power density | `128 nW/um^2` |
| Number of cells after detailed placement | `845` |
| Non-filler cells, final | `around 850` |
| Dominant flop cell | `sky130_fd_sc_hd__dfxtp_1` |
| Crit Path Max Fanout | `4` |
| Total routed wirelength | `20300 um` |
| Detailed-router iteration count before antenna repair | `6` |
| Fraction of synthesis flops using an asynchronous set or reset pin | `0%` |
-- how the worst max path moves through the flow --
stage	startpoint	endpoint	depth (start not counted)
after CTS	A[1]	flag_ex[3]	15
after global routing	B[5]	flag_ex[3]	17
final	B[5]	flag_ex[3]	17
-- what timing repair did --
action / in CTS / in global routing
pin swaps: 0 / 14
hold buffers: 0 / 0
gates resized: 3 / 46
setup buffers: 0 / 2
endpoints found under the setup margin: 1 / 1
-- layer usage --
metal  track usage [%]  share of wire [%]
met4              25.7                7.9
met1              59.5                 37
met2              65.8                 42
met5                 0                  0
met3              17.9                 13
-- where the power goes --
group	leakage, nW	internal (mW)	switching [mW]
clock	0.0216	0.0441	0.0471
combinational	2.17	0.237	0.263
sequential	0.197	0.166	0.00828
total	2.39	0.447	0.318
-- metrics by stage --
step / TNS (ns) / worst slack (ns) / hold WS, ns
3_5_place_dp: -0.101 / -0.101 / 0.472
5_1_grt: -0.0292 / -0.0292 / 0.515
3_3_place_gp: -0.190 / -0.190 / 0.465
6_report: 0 / 0.122 / 0.484
2_1_floorplan: 0 / 0.962 / 0.438
4_1_cts: 0 / 0.0287 / 0.485
-- sequential cells by signal (all words and copies together) (netlist names) --
signal and count:
DM_data 8, ans_ex 8, data_out 8
-- synthesized netlist by cell type, types with 10 or more instances --
cell type	instances	area, um^2
sky130_fd_sc_hd__ha_1	29	363
sky130_fd_sc_hd__buf_2	24	120
sky130_fd_sc_hd__inv_1	29	109
sky130_fd_sc_hd__xnor2_1	10	87.6
sky130_fd_sc_hd__nor2_1	62	233
sky130_fd_sc_hd__a21oi_1	53	265
sky130_fd_sc_hd__nand2b_1	17	106
sky130_fd_sc_hd__nand2_1	43	161
sky130_fd_sc_hd__nand3_1	12	60.1
sky130_fd_sc_hd__o211ai_1	13	97.6
sky130_fd_sc_hd__clkbuf_1	24	90.1
sky130_fd_sc_hd__o21ai_0	59	295
sky130_fd_sc_hd__nor3_1	15	75.1
sky130_fd_sc_hd__a31oi_1	12	75.1
sky130_fd_sc_hd__nor2b_1	12	75.1
sky130_fd_sc_hd__dfxtp_1	24	480
-- worst reg2reg max path: cells and delay by family (launching register included) --
kind	cells	cell delay (ns)
AND/OR/NAND/NOR	3	0.21
multiplexers	1	0.29
flip-flops	1	0.39
buffers and inverters	3	0.42
AND-OR/OR-AND	3	0.82
-- layout make-up --
class	count	area, um^2	area share (%)
multi-input cells	523	3790	63.6
repair buffers	160	1400	23.4
flip-flops and latches	24	480	8.05
well taps	108	135	2.26
inverters	32	120	2.01
clock buffers	3	41.3	0.692
-- cells by family after synthesis --
logic type	count (synthesis)	synth area share [%]
AND-OR/OR-AND	241	35.6
AND/OR/NAND/NOR	217	25.5
buffers and inverters	91	9.17
XOR/XNOR	12	2.35
flip-flops	24	10.7
adder cells (fa/ha/maj)	31	9.01
multiplexers	22	7.64
Power and IR drop assume default switching activity.
