## flow/design.v

```verilog
`timescale 1ns / 1ps
module Dependency_Check_Block(
    input [23:0] ins,
    input clk,
    input reset,
    output [7:0] imm,
    output [4:0] RW_dm,
    output [4:0] op_dec,
    output [1:0] mux_sel_A,
    output [1:0] mux_sel_B,
    output imm_sel,
    output mem_en_ex,
    output mem_rw_ex,
    output mem_mux_sel_dm
    );
	reg[1:0] mux_sel_reg_A,mux_sel_reg_B;
	reg ld_dff1,rw_dff1,ld_dff2,st_dff,rw_dff2,en_dff,dm_dff1,dm_dff2,imm_dff;
	reg[4:0] ins_reg,ins_and_reg1,ins_and_reg2,ins_and_reg3,ins_and_reg4,ins_and_reg5,ins_and_reg6;
	reg[7:0] imm_reg;
	wire [18:0] ext;
	wire[3:0] w1,w2;
	wire CA_1,CA_2,CA_3,CB_1,CB_2,CB_3;
	wire[18:0] ins_out;
	and JMP(jmp_out,~ins[19],~ins[20],~ins[21],ins[22],ins[23]);
	and Cond_J(cond_j_out,ins[23],ins[22],ins[21]);
	and Ld1(ld1_out,ins[23],~ins[22],ins[21],~ins[19],~ins[20],~ld_dff1); 
	and IMM(imm_out,~ins[23],ins[22]);
	and Ld2(ld2_out,ins[23],~ins[22],ins[21],~ins[19],~ins[20]);
	and ST(st_out,~ins[22],ins[21],ins[19],~ins[20],ins[23]); 
	nor JC_NOR(jc_nor_out,jmp_out,cond_j_out,ld_dff1); 
	and LS_AND(ls_and_out,ld2_out,~ld_dff2); 
	or LD_OR(ld_or_out,ld_dff2,st_dff);
	and LD_AND(ld_and_out,ld_or_out,~rw_dff1);
	always@(posedge clk)
	begin
		if(reset==1'b1)
			ld_dff1 <= ld1_out;
		else
			ld_dff1 <= 0;
	end
	always@(posedge clk)
	begin
		if(reset==1'b1)
			rw_dff1 <= ins[19];
		else
			rw_dff1 <= 0;
	end
	always@(posedge clk)
	begin
		if(reset==1'b1)
			ld_dff2 <= ls_and_out;
		else
			ld_dff2 <= 0;
	end
	always@(posedge clk)
	begin
		if(reset==1'b1)
			st_dff <= st_out;
		else
			st_dff <= 0;
	end
	assign ext = (jc_nor_out==1'b0)?19'b0000_0000_0000_0000_000 : 19'b1111_1111_1111_1111_111;
	assign ins_out[0] = ins[0] & ext[0]; 
	assign ins_out[1] = ins[1] & ext[1]; 
	assign ins_out[2] = ins[2] & ext[2]; 
	assign ins_out[3] = ins[3] & ext[3]; 
	assign ins_out[4] = ins[4] & ext[4]; 
	assign ins_out[5] = ins[5] & ext[5]; 
	assign ins_out[6] = ins[6] & ext[6]; 
	assign ins_out[7] = ins[7] & ext[7]; 
	assign ins_out[8] = ins[8] & ext[8]; 
	assign ins_out[9] = ins[9] & ext[9]; 
	assign ins_out[10] = ins[10] & ext[10]; 
	assign ins_out[11] = ins[11] & ext[11]; 
	assign ins_out[12] = ins[12] & ext[12]; 
	assign ins_out[13] = ins[13] & ext[13]; 
	assign ins_out[14] = ins[14] & ext[14]; 
	assign ins_out[15] = ins[15] & ext[15]; 
	assign ins_out[16] = ins[16] & ext[16]; 
	assign ins_out[17] = ins[17] & ext[17]; 
	assign ins_out[18] = ins[18] & ext[18];
	always@(posedge clk)
	begin
		if(reset==1'b1)
			imm_reg <= ins[8:1];
		else
			imm_reg <= 0;
	end
	always@(posedge clk)
	begin
		if(reset==1'b1)
			imm_dff <= imm_out;
		else
			imm_dff <= 0;
	end
	always@(posedge clk)
	begin
		if(reset==1'b1)
			rw_dff2 <= rw_dff1;
		else
			rw_dff2 <= 0;
	end
	always@(posedge clk)
	begin
		if(reset==1'b1)
			dm_dff1 <= ld_and_out;
		else
			dm_dff1 <= 0;
	end
	always@(posedge clk)
	begin
		if(reset==1'b1)
			en_dff <= ld_or_out;
		else
			en_dff <= 0;
	end
	always@(posedge clk)
	begin
		if(reset==1'b1)
			dm_dff2 <= dm_dff1;
		else
			dm_dff2 <= 0;
	end
	always@(posedge clk)
	begin
		if(reset==1'b1)
			ins_reg <= ins[23:19];
		else
			ins_reg <= 0;
	end
	always@(posedge clk)
	begin
		if(reset==1'b1)
			begin
			ins_and_reg1 <= ins_out[13:9];
			ins_and_reg2 <= ins_out[18:14];
			ins_and_reg3 <= ins_and_reg2;
			ins_and_reg4 <= ins_and_reg3;
			ins_and_reg5 <= ins_and_reg4;
			ins_and_reg6 <= ins_out[8:4];
			end
		else
			begin
			ins_and_reg1 <= 0;
			ins_and_reg2 <= 0;
			ins_and_reg3 <= 0;
			ins_and_reg4 <= 0;
			ins_and_reg5 <= 0;
			ins_and_reg6 <= 0;
			end
	end
	assign CA_1 = (ins_and_reg3 == ins_and_reg1)?1'b1:1'b0;
	assign CA_2 = (ins_and_reg4 == ins_and_reg1)?1'b1:1'b0;
	assign CA_3 = (ins_and_reg5 == ins_and_reg1)?1'b1:1'b0;
	and CA1(ca_and_1,~CA_1,CA_2);
	and CA2(ca_and_2,~CA_1,~CA_2,CA_3);
	assign CB_1 = (ins_and_reg3 == ins_and_reg6)?1'b1:1'b0;
	assign CB_2 = (ins_and_reg4 == ins_and_reg6)?1'b1:1'b0;
	assign CB_3 = (ins_and_reg5 == ins_and_reg6)?1'b1:1'b0;
	and CB1(cb_and_1,~CB_1,CB_2);
	and CB2(cb_and_2,~CB_1,~CB_2,CB_3);
	assign w1 = {ca_and_2,ca_and_1,CA_1,1'b1};
	assign w2 = {cb_and_2,cb_and_1,CB_1,1'b1};
	always@(w1,w2)
	begin
		casex(w1)
			4'b0001 : mux_sel_reg_A = 2'b00;
			4'b001x : mux_sel_reg_A = 2'b01;
			4'b01xx : mux_sel_reg_A = 2'b10;
			4'b1xxx : mux_sel_reg_A = 2'b11;
			default: begin
							mux_sel_reg_A = 2'bx;
						end
		endcase
		casex(w2)
			4'b0001 : mux_sel_reg_B = 2'b00;
			4'b001x : mux_sel_reg_B = 2'b01;
			4'b01xx : mux_sel_reg_B = 2'b10;
			4'b1xxx : mux_sel_reg_B = 2'b11;
			default: begin
							mux_sel_reg_B = 2'bx;
						end
		endcase
	end
	assign mux_sel_B = mux_sel_reg_B;
	assign mux_sel_A = mux_sel_reg_A;
	assign op_dec = ins_reg;
	assign RW_dm = ins_and_reg4;
	assign mem_rw_ex = rw_dff2;
	assign mem_mux_sel_dm = dm_dff2;
	assign mem_en_ex = en_dff;
	assign imm_sel = imm_dff;
	assign imm = imm_reg;
endmodule
```

## flow/run.sh

```bash
#!/bin/bash
# OpenROAD 26Q1-2900-gdf79404cd8, Yosys 0.63+post, stock flow scripts
make -C /OpenROAD-flow-scripts/flow DESIGN_CONFIG=/design/flow/config.mk WORK_HOME=/design/flow/orfs finish
```

## flow/config.mk

```make
export PLATFORM = sky130hd
export DESIGN_NAME = Dependency_Check_Block
export DESIGN_NICKNAME = Dependency_Check_Block
export VERILOG_FILES = /design/flow/design.v
export SDC_FILE = /design/flow/constraint.sdc
export NUM_CORES = 4
export LEC_CHECK = 1
export CORE_UTILIZATION = 40
```

## flow/constraint.sdc

```tcl
current_design Dependency_Check_Block

set clk_period 2.8
set clk_io_pct 0.2

create_clock -name clk0 -period $clk_period [get_ports {clk}]

set non_clock_inputs [all_inputs -no_clocks]
set_input_delay [expr $clk_period * $clk_io_pct] -clock clk0 $non_clock_inputs
set_output_delay [expr $clk_period * $clk_io_pct] -clock clk0 [all_outputs]
```

==> results.tsv <==
stage	metric	value	unit
run_status	status	finished clean	
routing	drc violations	0	
final_timing	Worst Tran Pin Value	0.2867	ns
floorplanning	die area	0.004687	mm2
final_timing	WHS	0.4347	ns
worst_hold_path	Hold EP	ld_dff2	
place	dpl cells	257	
global_route	Total Routing Usage GR	15.68	%
final_timing	relative slew slack	80.83	%
clocking	Late-Pin Clk Latency	0.29	ns
synthesis	yosys warns	15	
place	HPWL reported at the end of detailed placement	2443	um
clocking	setup bufs post-CTS	0	
floorplanning	Starting Density	42.93	%
worst_hold_path	Worst Hold Path Cells	1	
place	Post-DP Area	0.002318	mm2
power_and_ir_drop	leakage	0.0009842	uW
synthesis	Unique masters post-synth	20	
finish	most frequent cells in the layout	dfxtp_1 (51), clkdlybuf4s50_1 (50), and2_1 (39), xor2_1 (15), xnor2_1 (15)	
final_timing	Setup Total Neg Slack	0	ns
critical_path	crit path max fanout	4	
global_route	vias in the first global route	1132	
finish	layout cells sized above 1	4.695	%
critical_path	critical path class	reg -> out	
flow_run	Max Cap Violations	0	
place	port bufs	50	
floorplanning	Ports	52	
floorplanning	core area	0.004115	mm2
synthesis	Yosys Instances	160	
finish	Area Growth Syn to Fin	35.55	%
critical_path	worst-case reg-to-reg path depth	3	
synthesis	Post-synth seq share	57.79	%
worst_hold_path	hold path start	ld_dff2	
critical_path	worst r2r dst	ins_and_reg1[2]	
synthesis	yosys stat chip area	0.001767	mm2
worst_hold_path	hold crit path type	reg -> reg	
clocking	Clk pin slew, worst setup/hold paths	0.08	ns
final_timing	post-route minimum period	2.402	ns
floorplanning	Die Wd	68.46	um
global_route	initial antenna violation count	0	
final_timing	fin. max-slew vios	0	
finish	most numerous logic cell after layout	dfxtp_1	
routing	drt pass-1 iters	4	
final_timing	Setup Skew	0.001487	ns
routing	antenna viol nets, final	0	
synthesis	Post-Syn Area	0.001767	mm2
routing	routed vias	1194	
clocking	Num CTS Buffers	5	
place	gpl congestion	0.7875	
clocking	worst-case clock buffer depth	2	
critical_path	CP required	2.24	ns
routing	diodes inserted	0	
power_and_ir_drop	Total Power	1328	uW
final_timing	final hold viol count	0	
global_route	first-pass GRT wire length	5175	um
final_timing	Final setup viols	0	
clocking	PostCTS Resize Cnt	0	
final_timing	Tcrit/Tclk final	85.78	%
finish	max FFs per register	8	
synthesis	#FFs+latches synth	51	
finish	final instance area	0.002395	mm2
power_and_ir_drop	maximum VDD drop	0.3603	mV
clocking	H-tree depth	2	
routing	Post-Route WL	3168	um
clocking	# clock sinks	51	
global_route	total grt overflow	0	
routing	Vias/cell	4.540	
critical_path	crit start category	register	
finish	final non-filler cell total	263	
clocking	Root Buffer	clkbuf_8	
critical_path	register-to-register setup slack	1.85	ns
power_and_ir_drop	PwrDens	554.5	mW/mm2
critical_path	CP arrival	1.84	ns
flow_run	Log Warnings	26	
final_timing	Max Clock Freq	416.3	MHz
floorplanning	Die H	68.46	um
global_route	largest net degree at the start of global routing	23	
floorplanning	Cell Rows	23	
synthesis	cell count after synthesis	160	
clocking	CTS tree	yes	
final_timing	unrepaired setup endpoints after global routing	no	
routing	drt initial violations	18	
routing	wire per inst	12.05	um
synthesis	syn_area_per_cell	11.04	um2
critical_path	Worst Setup End Kind	output pin	
critical_path	reg2reg start	ld_dff1	
clocking	CTS Hold Bufs	0	
synth_stat cells, drive strengths merged:
cell,n,area (um2)
o32ai,1,8.760
a21oi,1,5.000
buf,1,7.510
dfxtp,51,1021
clkbuf,3,11.26
xor2,15,131.4
and3,1,6.260
nor2,6,30.03
o32a,1,10.01
a31o,1,17.52
nor2b,6,37.54
nand3,7,35.03
xnor2,15,131.4
nor3,8,45.04
and2,39,244.0
a41o,1,10.01
inv,2,7.510
o21bai,1,7.510
area by class of cell:
class                      instances  area, um2
clock buffer                       5      68.82
inverter                           2      7.507
tap                               50      62.56
fill                             384       1720
timing repair buffer              51      508.0
multi-input combinational        103      719.4
sequential                        51       1021
clock inverter                     1      7.507
kinds of logic (layout without fill, tap and decap cells):
| kind of cell | count (synthesis) | count (layout) | share of synthesized area (%) |
|---|---|---|---|
| AND/OR/NAND/NOR | 67 | 67 | 22.52 |
| flip-flops | 51 | 51 | 57.79 |
| XOR/XNOR | 30 | 30 | 14.87 |
| AND-OR/OR-AND | 6 | 6 | 3.329 |
| buffers and inverters | 6 | 59 | 1.488 |
worst max-delay path by stage:
stage,slack [ns],from,endpoint,depth (start not counted)
6_report,0.40,ins_and_reg4[0],mux_sel_A[1],5
5_1_grt,0.24,ins_and_reg4[0],mux_sel_A[1],5
4_1_cts,0.36,ins_and_reg4[4],mux_sel_A[1],5
worst max-delay path, stage by stage (launching register included):
cell             delay (ns)
dfxtp_1                0.42
xnor2_1                0.14
nand3_1                0.10
nor3_1                 0.25
o32a_1                 0.19
clkdlybuf4s50_1        0.45
metrics by stage:
step                setup WS, ns  utilization [%]
global placement          0.7181            56.34
floorplan                  1.287                -
global route              0.2436            58.19
detailed placement        0.7002            56.34
finish                    0.3982            58.19
CTS                       0.3573            58.19
power by group:
group          internal [uW]  switching (uW)
Sequential               755            21.9
Clock                    166             215
Combinational            119            50.7
metal layers:
metal	GRT usage, %	wire, um
met1	22.08	1492
met2	24.75	1427
met3	4.899	198
met4	2.344	49
met5	0	0
Power is estimated from default activity; no workload was simulated.
